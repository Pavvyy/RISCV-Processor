$ cat /design/flow/design.v
`timescale 1ns / 1ps
module alu(
input [31:0]operand_a,
input [31:0]operand_b,
input [3:0]alu_ctrl,
output reg [31:0]result
    );
always @(*)begin    
case(alu_ctrl)
4'b0010: result=operand_a+operand_b;
4'b0110:  result=operand_a-operand_b;
4'b0000:  result=operand_a&operand_b;
4'b0001: result=operand_a|operand_b;
default: result=32'b0;
endcase
end
endmodule
$ cat /design/flow/run.sh
#!/bin/bash
# OpenROAD 26Q1-2900-gdf79404cd8, Yosys 0.63+post, stock flow scripts
make -C /OpenROAD-flow-scripts/flow DESIGN_CONFIG=/design/flow/config.mk WORK_HOME=/design/flow/orfs finish
$ cat /design/flow/config.mk
export PLATFORM = sky130hd
export DESIGN_NAME = alu
export DESIGN_NICKNAME = alu
export VERILOG_FILES = /design/flow/design.v
export SDC_FILE = /design/flow/constraint.sdc
export NUM_CORES = 4
export LEC_CHECK = 1
export CORE_UTILIZATION = 40
export SYNTH_HDL_FRONTEND = slang
$ cat /design/flow/constraint.sdc
current_design alu

set clk_period 25.6
set clk_io_pct 0.2

create_clock -name clk0 -period $clk_period

set non_clock_inputs [all_inputs -no_clocks]
set_input_delay [expr $clk_period * $clk_io_pct] -clock clk0 $non_clock_inputs
set_output_delay [expr $clk_period * $clk_io_pct] -clock clk0 [all_outputs]
==> deck_impl_summary.md <==
Physical Implementation Snapshot

Run
  – OpenROAD warning count: 35
  – Max-cap violations: 0

Final timing
  – RSZ-0062 raised after global routing: false
  – Final setup fails: 0
  – Worst Max-Slew Pin Slew: 965 ps
  – Relative slew slack: 0.356
  – Fmax: 66.8 MHz
  – Final min period: 14970 ps
  – Fin. Hold Viols: 0
  – Setup TNS: 0 ps
  – Period Utilization, post-route: 0.585
  – Fin Hold WS: 11390 ps
  – Fin. max-slew vios: 0

Worst setup path
  – Critical Path Max Stage Delay: 530 ps
  – Crit path DRT: 20480 ps
  – Crit-path slowest cell: nand4_1
  – Crit end category: output port
  – CP Launch Type: primary input
  – CP bufs+invs: 2
  – Crit path max fanout: 7
  – Critical Path AT: 9850 ps
  – Critical path's top delay family: simple AND/OR/NAND/NOR gates
  – Crit Path Category: primary input to output port
  – Worst path cell trace: clkdlybuf4s50_1, nor4_1, nand4_1, or2_2, o31a_1, xnor2_1, ha_1, and3_1, a221o_1, a31oi_1, o31ai_1, a31oi_1, xor2_1, o21ai_0, clkdlybuf4s50_1

Synthesis
  – Chip Area, Yosys: 3220 um^2
  – Cell Type Count: 54
  – Simple Share, Synth: 0.244
  – Avg Cell Area, Syn: 6.68 um^2
  – Fa+ha+maj area frac: 0.235
  – Aoi share: 0.313
  – Gate Count Post-Synth: 482
  – Synth mux share: 0.00933
  – Main logic family: AND-OR/OR-AND gates
  – XORs/XNORs by Area: 0.150
  – Register share after synthesis: 0
  – # Cells Yosys: 482
  – Post-Syn Area: 3220 um^2
  – Synth warnings: 0

Floorplan
  – Die Wd: 91.7 um
  – Init Core Util: 0.414
  – Vert. Die Dim: 91.7 um
  – I/O pins: 100
  – Num rows: 32
  – Core box area: 7770 um^2
  – Total die size: 8410 um^2

Power and ir drop
  – Power density cells: 23.2 nW/um^2
  – Peak VDD IR: 0.0104 mV
  – Sw Ratio: 0.524
  – Leak Pwr: 0.00162 uW
  – Net Sw Power: 52.0 uW
  – Pint: 47.2 uW
  – Sequential share of power: 0
  – Logic pwr share: 1.000
  – Power share of the clock group: 0

Placed design
  – RePlAce Congestion: 0.900
  – Post-DP HPWL: 8.75 mm
  – Number of port buffers: 100
  – Placed insts: 666

Detailed routing
  – Initial DRC Count: 158
  – Final WL: 11.0 mm
  – Antenna Nets Post-Route: 0
  – Vias per cell: 5.83
  – DR DRC count: 0
  – Diode count: 0
  – WL per Instance: 16.5 um
  – Pre-antenna DRT Iters: 5
  – Via count: 3886

Cells and area
  – Clock buf count: 0
  – Fin cells: 666
  – Layout cells sized above 1: 0.0284
  – Most common logic cells in the final layout: clkdlybuf4s50_1 (100), nand2_1 (55), o21ai_0 (55), a21oi_1 (48)
  – Fillers: 778
  – Area Overhead vs Synth: 32.9%
  – Dominant logic cell type in the layout: clkdlybuf4s50_1
  – Flops: 0
  – Multi-input gate area: 3070 um^2
  – Register area: 0 um^2

GRT
  – Largest net degree at the start of global routing: 36
  – Vias in the first global route: 3588
  – First-pass GRT wire length: 17.6 mm
  – Global route overflow: 0
  – All-Layer GR Usage: 0.261
  – Initial antenna violation count: 0

Clock network
  – Setup repair bufs after CTS: 0
  – Count of cells resized by post-cts repair: 0
  – Hold_buf cts: 0

Hold path
  – Worst min-delay path class: primary input to output port

Status
  – Status: completed
tightest hold or removal path: stages:
cell and delay [ps]:
clkdlybuf4s50_1 510, nor3_2 110, nand2_1 70, o21ai_0 70
clkdlybuf4s50_1 390
Yosys cell counts (all sizes together) (3+ instances only):
cell	number	area share
o41ai	5	0.016
and3	5	0.0097
or2	3	0.0058
a211o	3	0.0082
o21bai	4	0.0093
nand2b	3	0.0058
xnor2	27	0.073
nand2	55	0.064
inv	11	0.013
a211oi	5	0.012
nor3	9	0.014
and2	3	0.0058
o211ai	4	0.0093
mux2i	3	0.0093
nor4	8	0.017
ha	34	0.13
nor2	34	0.040
o31ai	5	0.012
a21oi	48	0.075
xor2	28	0.076
o21a	4	0.0093
nand4	10	0.019
o31a	4	0.011
a22o	3	0.0082
clkbuf	22	0.035
or4	3	0.0093
maj3	31	0.096
a21o	6	0.014
nand3	13	0.020
nand3b	5	0.012
a31oi	5	0.0097
o21ai	55	0.086
cell families (layout without fill, tap and decap cells):
kind of cell / count (synthesis) / count (layout)
buf+inv: 34 / 116
simple gates: 160 / 160
mux: 3 / 3
xor+xnor: 55 / 55
fa+ha+maj: 66 / 66
compound gates: 164 / 164
path summary, 6_finish.rpt:
kind	start	endpoint	slack, ps	depth (start not counted)
setup / recovery	operand_b[12]	result[30]	10630	15
hold / removal	alu_ctrl[1]	result[27]	11390	5
power groups by stage:
stage	sequential [uW]	clock, uW	combinational [uW]
6_report	0	0	99.2
4_1_cts	0	0	98.9
5_1_grt	0	0	110
stage by stage:
stage	util	area [um^2]	setup WS (ps)	power [uW]
2_1_floorplan	-	3220	12260	60.5
3_3_place_gp	0.551	4280	10710	98.6
3_5_place_dp	0.551	4280	10730	98.1
4_1_cts	0.551	4280	10710	98.9
5_1_grt	0.551	4280	10250	110
6_report	0.551	4280	10630	99.2
per-layer routing:
metal,share of wire,wire length (um),track usage
met5,0,0,0
met4,0.016,180,0.0378
met3,0.067,736,0.0304
met2,0.43,4760,0.411
met1,0.48,5330,0.390
layout make-up:
type | instances | share of cell area
tap | 102 | 0.0298
inverter | 11 | 0.00965
multi-input combinational | 448 | 0.718
timing repair buffer | 105 | 0.243
Power and IR drop assume default switching activity.
