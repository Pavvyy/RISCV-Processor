**./config.mk**
```make
export PLATFORM = sky130hd
export DESIGN_NAME = register_file
export DESIGN_NICKNAME = register_file
export VERILOG_FILES = /design/flow/design.v
export SDC_FILE = /design/flow/constraint.sdc
export NUM_CORES = 4
export LEC_CHECK = 1
export CORE_UTILIZATION = 30
export SYNTH_HDL_FRONTEND = slang
```
**./constraint.sdc**
```tcl
current_design register_file

set clk_period 6.4
set clk_io_pct 0.2

create_clock -name clk0 -period $clk_period [get_ports {clk}]

set non_clock_inputs [all_inputs -no_clocks]
set_input_delay [expr $clk_period * $clk_io_pct] -clock clk0 $non_clock_inputs
set_output_delay [expr $clk_period * $clk_io_pct] -clock clk0 [all_outputs]
```
**./design.v**
```verilog
`timescale 1ns / 1ps
module register_file(
input clk,
input regWrite,
input [4:0] rs1,
input [4:0] rs2,
input [4:0] rd,
input [31:0] write_data,
output wire [31:0] read_data_1,
output wire [31:0] read_data_2
    );
reg [31:0] registers [0:31];
integer i;
initial begin 
for (i=0;i<32;i=i+1)
registers[i]<=32'b0;
end 
assign read_data_1=registers[rs1];
assign read_data_2=registers[rs2];
always @(posedge clk) begin
    if (regWrite)
        registers[rd]<=write_data;
end
endmodule
```
**./run.sh**
```bash
#!/bin/bash
# OpenROAD 26Q1-2900-gdf79404cd8, Yosys 0.63+post, stock flow scripts
make -C /OpenROAD-flow-scripts/flow DESIGN_CONFIG=/design/flow/config.mk WORK_HOME=/design/flow/orfs finish
```
==> metrics.txt <==
# HELP chip_impl_metric Implementation results
# TYPE chip_impl_metric gauge
chip_impl_metric{name="required_time_at_the_worst_slack_endpoint",unit="ns"} 5.12
chip_impl_metric{name="via_count",unit=""} 31270
chip_impl_metric{name="ys_cells",unit=""} 3386
chip_impl_metric{name="postCtsSetupRepairBufs",unit=""} 0
chip_impl_metric{name="die_height",unit="um"} 405.3
chip_impl_metric{name="floorplan_core_area",unit="um^2"} 160900
chip_impl_metric{name="first_pass_iters",unit=""} 5
chip_impl_metric{name="max_cap_viol_count",unit=""} 0
chip_impl_metric{name="clock_power_share",unit=""} 0.407
chip_impl_metric{name="top_area_frac",unit=""} 0.6303
chip_impl_metric{name="netlist_area_before_placement",unit="um^2"} 48790
chip_impl_metric{name="power.net_switching",unit="uW"} 3527
chip_impl_info{name="worstSetupPathType",value="in2out"} 1
chip_impl_metric{name="clkSinkCount",unit=""} 1024
chip_impl_metric{name="io-pin-count",unit=""} 113
chip_impl_metric{name="cts.htree.levels",unit=""} 3
chip_impl_metric{name="fmax",unit="MHz"} 179.2
chip_impl_metric{name="comb_gate_area",unit="um^2"} 16780
chip_impl_info{name="cpMaxStageDelayCell",value="sky130_fd_sc_hd__clkdlybuf4s50_1"} 1
chip_impl_info{name="top_regs",value="registers: 1024 flops"} 1
chip_impl_info{name="cts.root.buffer_cell",value="sky130_fd_sc_hd__clkbuf_16"} 1
chip_impl_metric{name="share_comb_of_total_power",unit=""} 0.094
chip_impl_metric{name="detail-route-antenna-nets",unit=""} 0
chip_impl_metric{name="finalWeightedCongestion",unit=""} 0.8684
chip_impl_info{name="rsz_0062_raised_after_global_routing",value="no"} 1
chip_impl_metric{name="timing.final.crit_period",unit="ns"} 5.579
chip_impl_metric{name="internal_portion_of_total_power",unit="uW"} 11480
chip_impl_metric{name="number_of_antenna_violations_at_the_first_check_in_global_routing",unit=""} 11
chip_impl_metric{name="pin_count_of_the_biggest_net_entering_global_routing",unit=""} 83
chip_impl_metric{name="layout.area.seq",unit="um^2"} 30750
chip_impl_metric{name="largest_register_ffs",unit=""} 1024
chip_impl_metric{name="final_max_slew_viol_count",unit=""} 0
chip_impl_metric{name="worst_pin_slew",unit="ns"} 1.095
chip_impl_metric{name="vdd.ir_drop.worst",unit="mV"} 0.1965
chip_impl_info{name="netlist_top_cells_area",value="sky130_fd_sc_hd__edfxtp_1, sky130_fd_sc_hd__mux2i_1, sky130_fd_sc_hd__a22oi_1"} 1
chip_impl_metric{name="timing.critical_path.slowest_cell_delay",unit="ns"} 0.63
chip_impl_metric{name="worst-endpoint-arrival",unit="ns"} 4.30
chip_impl_metric{name="synthToLayoutAreaGrowth",unit="%"} 15.41
chip_impl_metric{name="grt-ovfl-total",unit=""} 0
chip_impl_metric{name="cts-hold-fix-buffers",unit=""} 0
chip_impl_metric{name="post_cts_resize_count",unit=""} 0
chip_impl_metric{name="synth-edff-count",unit=""} 1024
chip_impl_metric{name="drc_viols",unit=""} 0
chip_impl_metric{name="ff_latch_count_synth",unit=""} 1024
chip_impl_info{name="cts_tree",value="done"} 1
chip_impl_metric{name="chip_area",unit="um^2"} 164200
chip_impl_metric{name="die_width",unit="um"} 405.3
chip_impl_metric{name="post-dp-hpwl",unit="um"} 87790
chip_impl_metric{name="yosysWarnings",unit=""} 0
chip_impl_metric{name="path_max_fanout",unit=""} 22
chip_impl_metric{name="period_used_share",unit=""} 0.8718
chip_impl_metric{name="post_drt_via_cell_ratio",unit=""} 5.434
chip_impl_metric{name="clk_path_buf_depth",unit=""} 3
chip_impl_metric{name="post_synthesis_chip_area_from_yosys",unit="um^2"} 48790
chip_impl_info{name="result_of_the_run",value="complete, no violations"} 1
chip_impl_metric{name="wl_per_cell",unit="um"} 27.34
chip_impl_metric{name="minimum_hold_slack",unit="ns"} 1.376
chip_impl_metric{name="drive_gt1_frac",unit=""} 0.1004
chip_impl_metric{name="timing.final.hold_violations",unit=""} 0
chip_impl_metric{name="cts_buf_count",unit=""} 103
chip_impl_metric{name="seq_pwr_share",unit=""} 0.499
chip_impl_metric{name="synth_cells",unit=""} 3386
chip_impl_metric{name="synth-seq-area-share",unit=""} 0.6303
chip_impl_metric{name="setup_violations",unit=""} 0
chip_impl_info{name="ys.flop_type",value="sky130_fd_sc_hd__edfxtp_1"} 1
chip_impl_info{name="cp-start-kind",value="primary input"} 1
chip_impl_metric{name="drtIter0Drc",unit=""} 1900
chip_impl_metric{name="wirelength",unit="um"} 157400
chip_impl_metric{name="via_count_of_the_first_global_routing_pass",unit=""} 32290
chip_impl_metric{name="buffer_ports.inserted",unit=""} 112
chip_impl_metric{name="total_leakage_power",unit="uW"} 0.02035
chip_impl_metric{name="clkTransAtPathRegs",unit="ns"} 0.06
chip_impl_metric{name="antenna-diode-count",unit=""} 0
chip_impl_metric{name="timing.setup.tns",unit="ns"} 0
chip_impl_metric{name="power_switching_share",unit=""} 0.2350
chip_impl_metric{name="warnings",unit=""} 26
chip_impl_metric{name="row_count",unit=""} 147
chip_impl_metric{name="asyncSetResetFlopFracSynth",unit=""} 0
chip_impl_metric{name="initCoreUtil",unit=""} 0.3032
chip_impl_info{name="worstPathCellList",value="clkdlybuf4s50_1 -> nor2b_4 -> buf_4 -> buf_4 -> a22o_1 -> nor3_1 -> a31oi_1 -> nand3_1 -> clkdlybuf4s50_1"} 1
chip_impl_metric{name="wire_length_of_the_first_global_routing_pass",unit="um"} 222700
chip_impl_metric{name="powerDensity",unit="nW/um^2"} 266.6
chip_impl_info{name="crit_path_end_kind",value="output port"} 1
chip_impl_metric{name="n_fill_cell",unit=""} 15150
chip_impl_metric{name="max_slew_margin",unit=""} 0.2683
chip_impl_metric{name="ys_types",unit=""} 23
chip_impl_info{name="top_reg_by_flops",value="registers"} 1
chip_impl_info{name="hp-class",value="in2reg"} 1
chip_impl_metric{name="globalRouteTotalUtil",unit=""} 0.1996
chip_impl_metric{name="avgSynthCellArea",unit="um^2"} 14.41
chip_impl_info{name="cell_type_with_the_largest_total_area",value="sky130_fd_sc_hd__edfxtp_1"} 1
## critical path: cells and delay by family
kind                   cells  cell delay, ns
AOI/OAI and AO/OA          2            0.55
buffers and inverters      4            1.88
and+or+nand+nor            3            0.55
## layer usage
layer,part of all wire,track usage
met1,0.35,0.2321
met2,0.46,0.3031
met3,0.15,0.1294
met4,0.038,0.06174
met5,0.0010,0.004460
## path summary, 6_finish.rpt
| path | startpoint | to | cells past startpoint |
|---|---|---|---|
| worst max-delay path | rs1[0] | read_data_1[30] | 9 |
| worst min-delay path | write_data[10] | registers[20][10] | 2 |
## cells in the mapped netlist (all sizes together) (3+ instances only)
cell type	n
nand2	195
buf	163
nor2	35
a22oi	192
or3b	3
a31oi	64
nor2b	4
a21oi	192
nand3	194
mux2i	1024
nand3b	5
nor3	64
edfxtp	1024
a22o	128
clkbuf	90
nand2b	4
## cell families after synthesis
family                 synth area share
buffers and inverters           0.03211
AOI/OAI and AO/OA               0.08042
DFF                              0.6303
muxes                            0.2101
and+or+nand+nor                 0.04714
## per-stage QoR
step	power, uW	worst slack (ns)	instances	util	area, um^2
global placement	9029	0.8981	5565	0.3288	52910
CTS	15090	0.8699	5755	0.3499	56310
detailed placement	9030	0.8671	5565	0.3288	52910
finish	15010	0.8206	5755	0.3499	56310
floorplan	8402	2.686	3386	-	48790
global route	15410	0.6993	5755	0.3499	56310
## power groups by stage
| stage | combinational, uW | clock (uW) | sequential [uW] |
|---|---|---|---|
| after global routing | 1490 | 6420 | 7500 |
| after CTS | 1400 | 6200 | 7490 |
| final | 1410 | 6110 | 7490 |
## cell usage in the layout, fill, tap and decap left out
master,n
sky130_fd_sc_hd__clkinvlp_4,4
sky130_fd_sc_hd__clkbuf_1,23
sky130_fd_sc_hd__inv_16,2
sky130_fd_sc_hd__nor2_4,34
sky130_fd_sc_hd__nor2_1,1
sky130_fd_sc_hd__clkdlybuf4s50_1,110
sky130_fd_sc_hd__inv_6,1
sky130_fd_sc_hd__bufinv_16,12
sky130_fd_sc_hd__a21oi_1,192
sky130_fd_sc_hd__clkinv_1,19
sky130_fd_sc_hd__buf_12,28
sky130_fd_sc_hd__or2_2,2
sky130_fd_sc_hd__nand2_1,193
sky130_fd_sc_hd__clkbuf_16,104
sky130_fd_sc_hd__nor3_1,64
sky130_fd_sc_hd__buf_4,132
sky130_fd_sc_hd__nor2b_4,4
sky130_fd_sc_hd__or3_1,1
sky130_fd_sc_hd__or3b_2,3
sky130_fd_sc_hd__nand2_2,2
sky130_fd_sc_hd__nand3b_1,5
sky130_fd_sc_hd__clkinv_16,2
sky130_fd_sc_hd__and2_4,2
sky130_fd_sc_hd__a22oi_1,192
sky130_fd_sc_hd__inv_8,1
sky130_fd_sc_hd__a22o_1,128
sky130_fd_sc_hd__nand3_1,194
sky130_fd_sc_hd__clkinv_2,21
sky130_fd_sc_hd__nand2b_2,4
sky130_fd_sc_hd__clkinv_8,1
sky130_fd_sc_hd__mux2i_1,1024
sky130_fd_sc_hd__a31oi_1,64
sky130_fd_sc_hd__edfxtp_1,1024
sky130_fd_sc_hd__buf_8,2
## cell type report
cell class	instances	share of cell area
clock buffers	127	0.04775
clock inverters	63	0.01249
multi-input cells	2109	0.2980
flip-flops and latches	1024	0.5461
well taps	2160	0.04800
repair buffers	272	0.04764
Power is estimated from default activity; no workload was simulated.
