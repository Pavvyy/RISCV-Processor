==> flow/design.v <==
`timescale 1ns / 1ps
module imm_gen(
    input [31:0] instruction,
    input [1:0]Immsel,
    output reg [31:0] Imm
    );
always @(*)begin
case(Immsel)
2'b00: Imm= {{20{instruction[31]}},instruction[31:20]};
2'b01: Imm={{20{instruction[31]}},instruction[31:25],instruction[11:7]};
2'b10: Imm={{19{instruction[31]}},instruction[31],instruction[7],instruction[30:25],instruction[11:8],1'b0};
default: Imm=32'b0;
endcase
end
endmodule
==> flow/run.sh <==
#!/bin/bash
# OpenROAD 26Q1-2900-gdf79404cd8, Yosys 0.63+post, stock flow scripts
make -C /OpenROAD-flow-scripts/flow DESIGN_CONFIG=/design/flow/config.mk WORK_HOME=/design/flow/orfs finish
==> flow/config.mk <==
export PLATFORM = sky130hd
export DESIGN_NAME = imm_gen
export DESIGN_NICKNAME = imm_gen
export VERILOG_FILES = /design/flow/design.v
export SDC_FILE = /design/flow/constraint.sdc
export NUM_CORES = 4
export LEC_CHECK = 1
export CORE_AREA = 10 10 70 70
export DIE_AREA = 0 0 80 80
export SYNTH_HDL_FRONTEND = slang
==> flow/constraint.sdc <==
current_design imm_gen

set clk_period 1.0
set clk_io_pct 0.2

create_clock -name clk0 -period $clk_period

set non_clock_inputs [all_inputs -no_clocks]
set_input_delay [expr $clk_period * $clk_io_pct] -clock clk0 $non_clock_inputs
set_output_delay [expr $clk_period * $clk_io_pct] -clock clk0 [all_outputs]
==> reports/results.ini <==
[logic_synthesis]
synth_cells = 43
ys_seq_share_pct = 0
topCellsByArea = buf_4, mux2i_1, and2_1
top_area_cell = buf_4
avgSynthCellArea_um2 = 7.59
yosys_area_um2 = 327
ys_cells = 43
top_area_share_pct = 46.0
yosysUniqueCellTypes = 12
ys_warn_count = 0
synth_area_um2 = 327

[routing]
drc = 0
viasPerCell = 3.30
wl_um = 1650
wl_per_cell_um = 12.2
dr.pass1.iters = 4
drt_first_iter_violations = 3
vias = 446
diodes = 0
ant_nets = 0

[sta]
fin_crit_ns = 1.10
rsz0062_at_grt = true
tightest_slew_ns = 0.207
finalHoldViolCount = 0
setup_viol = 18
setup_slack_ns = -0.0989
min_period_over_period_pct = 110
fmax_mhz = 910
max_slew_margin_pct = 86.0
drv_slew = 0
fin_hold_ws_ns = 0.710

[critical_path]
crit_type = in -> out
end_kind = primary output
cp-start-kind = primary input
cp.required_ns = 0.80
arrival_ns = 0.90
worst-path-max-fanout = 6

[pwr]
p_leak_nw = 0.494
irDropWorstVdd_v = 0.000128
power_mw = 0.404
power_density_nw_per_um2 = 421

[die]
dieWidth_um = 80
core-area_um2 = 3420
rows = 21
die_y_um = 80
fp-utilization_pct = 9.56
ioPinCount = 66
die-area_um2 = 6400

[hold_path]
hold_class = in -> out

[final_layout]
regArea_um2 = 0
final_layout_size_suffix_gt1_share_pct = 68.5
syn2layout_area_growth_pct = 193
nClkBuffers = 0
fin_util_pct = 28.1
seq_cell_count = 0

[job]
warnings = 50
drv_cap = 0

[global_route]
grt_max_degree = 7
grt-ovfl-total = 0
grt_usage_pct = 4.34
grt_pass1_wl_um = 2390
antenna_found_initial = 0
first_global_vias = 506

[placement]
dp_hpwl_um = 1250
port_buffers = 51
dp_slack_ns = -0.902
place_congestion = 0.693

[run_status]
status = finished with violations
violations = setup timing

## timing repair
action | CTS | global route
buffers inserted | 13 | 2
endpoints found under the hold margin | 0 | 0
hold buffers | 0 | 0
resized | 149 | 32
endpoints found under the setup margin | 32 | 32
cloned | 3 | 0
pin swaps | 12 | 7
## worst paths after layout
kind	start	end	slack (ns)	cells past startpoint
worst max-delay path	Immsel[1]	Imm[1]	-0.1	6
worst min-delay path	instruction[31]	Imm[11]	0.71	4
## worst max-delay path: stages
cell	delay, ns
buf_8	0.11
buf_8	0.12
buf_6	0.11
mux2i_1	0.11
o2bb2ai_1	0.14
buf_2	0.11
## metal layers
metal	global-route usage, %	vias up	part of all wire (%)
met1	4.88	197	37
met2	7.87	32	49
met4	0	0	0
met5	0	-	0
met3	1.82	0	14
li1	-	217	-
## area by class of cell
cell class	count	area, um^2
Inverter	1	3.75
Fill cell	351	2460
Tap cell	46	57.6
Multi-Input combinational cell	21	205
Timing Repair Buffer	67	692
## through the flow
step                      instance area, um^2  TNS (ns)  cells
after floorplan                           349   -0.0738     43
after global placement                    792    -25.46    122
after detailed placement                  792    -25.83    122
after CTS                                 903     -5.43    138
after global routing                      958     -1.44    135
final                                     958    -0.627    135
## cells in the mapped netlist (all sizes together)
library cell / number
a21oi: 1
nand3b: 1
o2bb2ai: 4
nor2b: 1
and2: 6
o21ai: 1
inv: 1
buf: 21
nand2: 1
nor2: 1
mux2i: 5
## layout by cell type, fill, tap and decap left out, drive strengths merged
cell type,count
inv,1
o2bb2ai,4
buf,51
o21ai,1
nand3b,1
dlymetal6s2s,3
a21oi,1
clkdlybuf4s15,3
nand2,1
dlygate4sd2,10
nor2b,1
mux2i,5
nor2,1
and2,6
## where the power goes
part	internal (mW)	switching (mW)	total (mW)
sequential	0	0	0
combinational	0.290	0.114	0.404
clock	0	0	0
## kinds of logic (layout without fill, tap and decap cells)
logic type      Yosys count  after routing  share of synthesized area [%]
compound gates            6              6                           13.8
buf+inv                  22             68                           50.6
mux                       5              5                           15.3
simple gates             10             10                           20.3
Power is estimated from default activity; no workload was simulated.
